==> design/flow/config.mk <==
export PLATFORM = sky130hd
export DESIGN_NAME = uart_rx
export DESIGN_NICKNAME = uart_rx
export VERILOG_FILES = /design/flow/design.v
export SDC_FILE = /design/flow/constraint.sdc
export NUM_CORES = 4
export LEC_CHECK = 1
export CORE_UTILIZATION = 50
==> design/flow/run.sh <==
#!/bin/bash
# OpenROAD 26Q1-2900-gdf79404cd8, Yosys 0.63+post, stock flow scripts
make -C /OpenROAD-flow-scripts/flow DESIGN_CONFIG=/design/flow/config.mk WORK_HOME=/design/flow/orfs finish
==> design/flow/constraint.sdc <==
current_design uart_rx

set clk_period 2.1
set clk_io_pct 0.2

create_clock -name clk0 -period $clk_period [get_ports {clk}]

set non_clock_inputs [all_inputs -no_clocks]
set_input_delay [expr $clk_period * $clk_io_pct] -clock clk0 $non_clock_inputs
set_output_delay [expr $clk_period * $clk_io_pct] -clock clk0 [all_outputs]
==> design/flow/design.v <==
module baud_gen_rx(rst,clk,baud_rate,baud_out);
input logic       rst;
input logic       clk;
input logic [1:0] baud_rate;
output logic baud_out;
logic [11:0] final_value;
logic [11:0] count=12'd0;
always @(*)
begin
    case (baud_rate)
        2'b00 : final_value = 12'd82;   
        2'b01 : final_value = 12'd21;    
        2'b10 : final_value = 12'd11;    
        2'b11 : final_value = 12'd4;   
        default: final_value = 12'd11;       
    endcase
end
always @(posedge clk,posedge rst)
begin
    if(rst) begin
        final_value = 12'd0;
        baud_out = 1'b0;
    end
    else begin
        if(count == final_value)
        begin
            count = 12'd0;
            baud_out = ~baud_out;
        end
        else
        begin
            count = count + 1;
            baud_out = baud_out;
        end
    end
end
endmodule
module deframe(data_parll,recieved_flag,parity_bit,start_bit,stop_bit,done_flag,data_out);
input logic [10:0] data_parll;
input logic        recieved_flag;
output logic [7:0] data_out;
output logic       parity_bit;
output logic       start_bit;
output logic       stop_bit;
output logic       done_flag;
always @(*) 
begin
  start_bit = data_parll[0];
  data_out = data_parll[8:1];
  parity_bit = data_parll[9];
  stop_bit = data_parll[10];
  done_flag = recieved_flag;
end
endmodule
module errorch(rst,data,start_bit,stop_bit,parity_bit,parity_type,recieved_flag,error_flag);
input logic [7:0] data;
input logic       rst;
input logic       start_bit;
input logic       stop_bit;
input logic       parity_bit;
input logic [1:0] parity_type;
input logic       recieved_flag;
output logic [2:0] error_flag;
logic parity_out;
logic parity_flag;
logic start_flag;
logic stop_flag;
always @(*) begin
    case (parity_type)
        2'b00:  parity_out=1'bX;  
        2'b10:begin  
            if(^data)
                parity_out=0;
            else
                parity_out=1;
        end
        2'b01:begin  
            if(^data)
                parity_out=1;
            else
                parity_out=0;
        end
        2'b11: parity_out=1'bX;  
        default: parity_out=1;  
    endcase
end
always @(*) begin
    parity_flag  = ~(parity_out == parity_bit);
    start_flag   = (start_bit || 1'b0);
    stop_flag    = ~(stop_bit && 1'b1);
end
always @(*) begin
    if (rst && !recieved_flag) 
    begin
        error_flag=3'b0;
    end
    else if (!recieved_flag) 
    begin
        error_flag=3'b0;
    end
    else 
    begin
        error_flag ={stop_flag,start_flag,parity_flag};
    end
end
endmodule
module sipo (rst,data_tx,clk,data_prll,recieved_flag);
input logic rst;
input logic data_tx;
input logic clk;
output logic [10:0] data_prll;
output logic        recieved_flag;
integer i=0;
always_ff @(posedge clk, posedge rst)
begin
    if(rst)
    begin
        data_prll = 11'b0;
        recieved_flag =1'b0;
    end
    else
    begin
        if(data_tx != 0 && i == 0)
        begin
            data_prll = 11'b0;
            recieved_flag =1'b0;
        end 
        else if(data_tx == 0 && i == 0)
        begin
            data_prll[i] = data_tx;
            i = i+1;
            recieved_flag =1'b0;
        end 
        else if(i != 11)
        begin
            data_prll[i] = data_tx;
            i = i+1;
            recieved_flag =1'b0;
        end 
        else
        begin
            recieved_flag =1'b1;
        end
    end
end
endmodule
module uart_rx(rst_system,rst_baudgen,data_tx,clk,parity_type,baud_rate,done_flag,error_flag,data_out);
input logic       rst_system;
input logic       rst_baudgen;    
input logic       data_tx;     
input logic       clk;  
input logic [1:0] parity_type; 
input logic [1:0] baud_rate; 
output logic       done_flag;
output logic [2:0] error_flag;
output logic [7:0] data_out;
logic        baud_clk_w; 
logic [10:0] data_parll_w;
logic        recieved_flag_w;
logic        parity_bit_w;
logic        start_bit_w;
logic        stop_bit_w;
baud_gen_rx unit1(.rst(rst_baudgen),
.clk(clk),
.baud_rate(baud_rate),
.baud_out(baud_clk_w));
sipo unit2(.rst(rst_system),
.data_tx(data_tx),
.clk(baud_clk_w),
.data_prll(data_parll_w),
.recieved_flag(recieved_flag_w));
deframe unit3(.data_parll(data_parll_w),
.recieved_flag(recieved_flag_w),
.parity_bit(parity_bit_w),
.start_bit(start_bit_w),
.stop_bit(stop_bit_w),
.done_flag(done_flag),
.data_out(data_out));
errorch unit4(.rst(rst_system),
.data(data_out),
.start_bit(start_bit_w),
.stop_bit(stop_bit_w),
.parity_bit(parity_bit_w),
.parity_type(parity_type),
.recieved_flag(recieved_flag_w),
.error_flag(error_flag));
endmodule
==> job_summary.md <==
## PnR job results

| Metric | Value |
|---|---|
| Unrepaired setup endpoints after global routing | `false` |
| Number of antenna-violating nets in the routed design | `0` |
| Register area share after synthesis | `approximately 40%` |
| CP Cell Sequence | `dlygate4sd2_1 -> nor2b_4 -> xnor2_2 -> xnor2_1 -> xnor2_1 -> and2_1 -> dlygate4sd2_1` |
| Postcts setup bufs | `0` |
| Endpoints left unconstrained | `87` |
| Worst Setup Start Kind | `primary input` |
| MaxCap Viol Count | `0` |
| Final setup violation count | `0` |
| Global Route met3 Usage | `2.19%` |
| Fmax | `506 MHz` |
| # IOs | `20` |
| VDD IR-drop max | `0.000631 V` |
| Yosys cell count | `456` |
| Clk ins delay skew pair | `0.24 ns` |
| Synthesized area per cell | `between 8 and 9 um2` |
| Commonest flop | `edfxtp_1` |
| Area growth syn-to-layout | `6.39%` |
| Met1 Usage GRT | `38.2%` |
| Hold buffers post-CTS | `0` |
| Dpl hpwl | `6210 um` |
| Port Buffers | `17` |
| Final wirelength | `roughly 8500 um` |
| Busiest grt layer | `met1` |
| Hold slack | `0.473 ns` |
| Cell Area, Placed | `4280 um2` |
| Placed insts | `roughly 540` |
| Core Region | `7810 um2` |
| Worst Skew | `0.000352 ns` |
| P_leak | `1.40 nW` |
| Commonest Layout Cell | `edfxtp_1` |
| Vias/cell | `5.95` |
| OpenROAD warnings | `29` |
| Outcome | `completed` |
| Max-slew violations | `0` |
| Vias in the first global route | `a little under 3,000` |
| Crit path required time | `1.68 ns` |
| Yosys warnings | `28` |
| Arrival time worst endpoint | `~1.6 ns` |
| Syn Inst Count | `roughly 460` |
| Filler instances | `726` |
| Overflow after GRT | `0` |
| Pre-Repair DR Iteration Count | `4` |
| Layout cells sized above 1 | `between 3 and 4%` |
| Met2 Track Usage GR | `32.5%` |
| Clock-pin slew on the worst setup and hold paths | `roughly 0.050 ns` |
| Critical-path top delay cell | `dlygate4sd2_1` |
| Yosys top cell area share | `32.5%` |
| Routed WL per cell | `roughly 15 um` |
| Non-Filler Cell Area, Final | `4330 um2` |
| PD cells | `165 nW/um2` |
| Final Hold Viols | `0` |
| Top cells by area | `edfxtp_1 32%, xnor2_1 9.3%, dfrtp_1 8.0%` |
| Ys flops | `roughly 57` |
| GRT Total Usage | `21.8%` |
| R2R depth | `5` |
| Global-route wire length before repair | `14,300 um` |
| Cell Type Count | `approximately 52` |
| Most frequent cells in the layout | `44 x edfxtp_1, 43 x nor2_1, 42 x xnor2_1, 33 x nand2_1, 28 x nand3_1` |
| Cells on Worst Hold Path | `1` |
| Max-Slew Margin vs Limit | `56.1%` |
| Final period utilization | `94.1%` |
| DRT iter0 DRCs | `156` |
| Die height | `roughly 92 um` |
| Die ar. | `8510 um2` |
| Register pins left without a clock | `between 40 and 50` |
| Minimum clock period | `between 1.5 and 2 ns` |
| Row count | `32` |
| Largest net degree at the start of global routing | `45` |
| Clock Path Buffers | `2` |
| Mapped Area | `roughly 4000 um2` |
| Post-synth ARST share | `22.8%` |
| Vias | `3,262` |
| Hold Crit Class | `reg -> reg` |
| CP top delay family | `XOR/XNOR gates` |
| Yosys synthesis chip area | `4070 um2` |
| CP bufs+invs | `2` |
| Clock Root Buffer | `clkbuf_8` |
| Drc violations | `0` |
| TritonCTS Buffers | `3` |
| WS Path Type | `in -> out` |
| Antenna violations before repair | `0` |
| Die X | `between 90 and 100 um` |
| # diodes | `0` |
| GP Congestion | `0.858` |
| H-tree Lvls | `1` |
| Initial Util | `52.1%` |
| Worst path depth | `7` |
| Measured slew at the worst slew-check pin | `around 0.65 ns` |
| Post-Route Setup TNS | `0 ns` |
| CP Capture Type | `output pin` |
| CTS tree | `done` |
| Synth area leader | `edfxtp_1` |
| Number of enable flip-flop cells | `44` |
| CP max stage delay | `0.23 ns` |
| Layout Cells excl Fill | `548` |
| Crit-path max FO | `1` |
[kinds of logic (layout without fill, tap and decap cells)]
family	count (synthesis)	after routing	share of synthesized area [%]
AOI/OAI and AO/OA	56	56	9.80
xor gates and xnor gates	61	61	13.1
adders and majority gates	4	4	1.23
buffers and inverters	50	40	4.73
DFF	57	57	40.4
muxes	9	9	2.24
and+or+nand+nor	219	219	28.4
[Yosys cell counts (8+ instances only)]
library cell and instances:
o21ai_0 11, nor4_1 17, mux2i_1 8, clkbuf_1 28, inv_1 15, a21oi_1 8, xnor2_1 43, nor2_1 43
and3_1 10, nor3_1 21, xor2_1 18, nand4_1 16, or3_1 14, edfxtp_1 44, nand2_1 33, nand3_1 28
dfrtp_1 13
[state kept, by name, summed over array words and instances, names as in the netlist]
| signal | flops |
|---|---|
| unit1.count | 12 |
| unit2.i | 32 |
| unit2.recieved_flag | 1 |
| unit2.data_prll | 11 |
| unit1.baud_out | 1 |
[report_power, final]
part	switching, W	internal [W]
sequential	0.0000366	0.000346
clock	0.0000825	0.000134
combinational	0.0000671	0.0000487
total	0.000186	0.000529
[metrics by stage]
stage,worst slack [ns],util [%],power [W]
floorplan,0.617,-,0.000464
global placement,-0.345,54.8,0.000501
detailed placement,-0.363,54.8,0.000502
CTS,0.118,55.5,0.000722
global route,0.0377,55.5,0.000759
finish,0.124,55.5,0.000715
[per-layer routing]
| layer | up-vias | wire length (um) |
|---|---|---|
| li1 | 1646 | - |
| met1 | 1542 | 4440 |
| met2 | 70 | 3740 |
| met3 | 4 | 259 |
| met4 | 0 | 27 |
| met5 | - | 0 |
[repair_timing]
| item | 4_1_cts | 5_1_grt |
|---|---|---|
| gates resized | 6 | 0 |
| hold endpoints to repair | 0 | 0 |
| setup endpoints to repair | 1 | 0 |
[final timing paths]
path | startpoint | end | slack (ns)
min in group asynchronous | rst_baudgen | unit1.baud_out$_DFFE_PP0N_ | 0.52
hold reg to reg | unit1.baud_out$_DFFE_PP0N_ | unit1.baud_out$_DFFE_PP0N_ | 0.47
hold / removal | unit1.baud_out$_DFFE_PP0N_ | unit1.baud_out$_DFFE_PP0N_ | 0.47
setup reg to reg | unit1.count[0]$_SDFFCE_PN0N_ | unit1.count[1]$_SDFFCE_PN0N_ | 0.48
max in group asynchronous | rst_baudgen | unit1.baud_out$_DFFE_PP0N_ | 1.25
setup / recovery | parity_type[0] | error_flag[0] | 0.12
[cell type report]
class	count	area, um2	area share (%)
Multi-Input combinational cell	349	2260	52.2
Sequential cell	57	1650	38.0
Timing Repair Buffer	21	196	4.53
Tap cell	102	128	2.95
Inverter	15	56.3	1.30
Clock buffer	4	45.0	1.04
No activity file was given, so power comes from the tool's default toggle rates.
