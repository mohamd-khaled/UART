==> flow/design.v <==
module UART_TX #(parameter data_width = 8)
(clk ,rst ,par_typ,par_en,p_data,data_valid,tx_out,busy);
input                    clk;
input                    rst;
input                    par_typ;
input                    par_en;
input [data_width-1 : 0] p_data;
input                    data_valid;
output                   tx_out;
output                   busy;
wire        ser_done_wire;
wire [1:0]  mux_sel_wire;
wire        ser_en_wire;
wire        start_bit_wire = 0;  
wire        stop_bit_wire = 1;
wire        ser_data_wire;
wire        par_bit_wire;
tx_fsm #(.data_width(data_width))
tx_fsm_u(.clk(clk),
.rst(rst),
.data_valid(data_valid),
.ser_done(ser_done_wire),
.par_en(par_en),
.mux_sel(mux_sel_wire),
.busy(busy),
.ser_en(ser_en_wire));
tx_parity_calc #(.data_width(data_width))
tx_parity_calc_u(.clk(clk),
.rst(rst),
.Busy(busy),
.p_data(p_data),
.data_valid(data_valid),
.par_typ(par_typ),
.par_en(par_en),
.par_bit(par_bit_wire));
serailizer #(.data_width(data_width))
serailizer_u(.clk(clk),
.rst(rst),
.ser_en(ser_en_wire),
.data_valid(data_valid),
.busy(busy),
.p_data(p_data),
.ser_data(ser_data_wire),
.ser_done(ser_done_wire));
mux mux_u(.clk(clk),
.rst(rst),
.mux_sel(mux_sel_wire),
.start_bit(start_bit_wire),
.stop_bit(stop_bit_wire),
.ser_data(ser_data_wire),
.par_bit(par_bit_wire),
.tx_out(tx_out));
endmodule
module tx_fsm #(parameter data_width = 8)
(clk,rst,data_valid,ser_done,par_en,mux_sel,busy,ser_en);
input            clk;
input            rst;
input            data_valid;
input            ser_done;
input            par_en;
output reg [1:0] mux_sel;
output reg       busy;
output reg       ser_en;
reg busy_c;
reg [(3 - 1):0] current_state;
reg [(3 - 1):0] next_state;
localparam [2:0] IDLE = 3'b000;
localparam [2:0] START_BIT_TRANSMISSION = 3'b001;
localparam [2:0] SERIAL_DATA_TRANSMISSION = 3'b011;
localparam [2:0] PARTIY_BIT_TRANSMISSION = 3'b010;
localparam [2:0] STOP_BIT_TRANSMISSION = 3'b110;
always @(posedge clk, negedge rst)
begin
    if (~rst)
    begin
        current_state <= IDLE; 
    end
    else
    begin
        current_state <= next_state;
    end
end
always @(*)
begin
    case(current_state)
        IDLE:
        begin
            if(data_valid)
                next_state = START_BIT_TRANSMISSION;
            else
                next_state = IDLE;
        end 
        START_BIT_TRANSMISSION:
        begin
            next_state = SERIAL_DATA_TRANSMISSION;
        end 
        SERIAL_DATA_TRANSMISSION:
        begin
        if(ser_done)
        begin
            if(par_en)
                next_state = PARTIY_BIT_TRANSMISSION;
            else
                next_state = STOP_BIT_TRANSMISSION;
        end
        else
            next_state = SERIAL_DATA_TRANSMISSION;
        end 
        PARTIY_BIT_TRANSMISSION:
        begin
            next_state = STOP_BIT_TRANSMISSION;
        end 
        STOP_BIT_TRANSMISSION:
        begin
            next_state = IDLE;
        end 
        default: next_state = IDLE;
    endcase
end
always @(*)
begin
    ser_en = 1'b0 ;
    busy_c = 1'b0 ;
    mux_sel = 2'b11 ;	
    case(current_state)
        IDLE:
        begin
            mux_sel = 2'b11;
            busy_c    = 1'b0;
            ser_en  = 1'b0;
        end 
        START_BIT_TRANSMISSION:
        begin
            mux_sel = 2'b00;
            busy_c    = 1'b1;
            ser_en  = 1'b0;
        end 
        SERIAL_DATA_TRANSMISSION:
        begin
            mux_sel = 2'b01;
            busy_c  = 1'b1;
            ser_en  = 1'b1;
            if(ser_done)
                ser_en = 1'b0 ;  
			else
                ser_en = 1'b1 ;
        end 
        PARTIY_BIT_TRANSMISSION:
        begin
            mux_sel = 2'b10;
            busy_c  = 1'b1;
        end 
        STOP_BIT_TRANSMISSION:
        begin
            mux_sel = 2'b11;
            busy_c    = 1'b1;
        end 
        default:
        begin             
            mux_sel = 2'b11;
            busy_c  = 1'b0;
            ser_en  = 1'b0;
        end
    endcase
end
always @ (posedge clk or negedge rst)
 begin
  if(!rst)
   begin
    busy <= 1'b0 ;
   end
  else
   begin
    busy <= busy_c ;
   end
 end
endmodule
module mux(clk,rst,mux_sel,start_bit,stop_bit,ser_data,par_bit,tx_out);
input       clk;
input       rst;
input [1:0] mux_sel;
input       start_bit;
input       stop_bit;
input       ser_data;
input       par_bit;
output reg  tx_out;
localparam [1:0] start_bit_sel = 2'b00;
localparam [1:0] ser_data_sel  = 2'b01;
localparam [1:0] par_bit_sel   = 2'b10;
localparam [1:0] stop_bit_sel  = 2'b11;
always @(posedge clk, negedge rst)
begin
    if(~rst)
    begin
        tx_out <= 1'b1;
    end
    else
    begin
       case(mux_sel)    
         start_bit_sel : tx_out <= start_bit;
         ser_data_sel  : tx_out <= ser_data;
         par_bit_sel   : tx_out <= par_bit;
         stop_bit_sel  : tx_out <= stop_bit;
       endcase
    end
end
endmodule
module tx_parity_calc #(parameter data_width = 8)
(clk,rst,Busy,p_data,data_valid,par_typ,par_en,par_bit);
input                  clk;
input                  rst;
input [data_width-1:0] p_data;
input                  data_valid;
input                  par_typ;
input                  par_en;
input                  Busy;
output reg             par_bit;
reg  [data_width-1:0]   data_reg;
always @ (posedge clk or negedge rst)
 begin
  if(!rst)
   begin
    data_reg <= 'b0 ;
   end
  else if(data_valid && !Busy)
   begin
    data_reg <= p_data ;
   end 
 end
always @ (posedge clk or negedge rst)
begin
    if(!rst)
    begin
        par_bit <= 'b0 ;
    end
    else
    begin
        if (par_en)
        begin
            case(par_typ)
                1'b0 : 
                begin                 
                    par_bit <= ^data_reg  ;      
                end
                1'b1 : 
                begin
                    par_bit <= ~^data_reg ;      
                end		
            endcase       	 
        end
    end
end 
endmodule
module serailizer #(parameter data_width = 8)
(clk,rst,ser_en,data_valid,busy,p_data,ser_data,ser_done);
input                    clk;
input                    rst;
input                    ser_en;
input                    data_valid;
input                    busy;
input [data_width-1 : 0] p_data;
output                   ser_data;
output                   ser_done; 
reg [(3 - 1):0] counter = {3{1'b0}};
reg [data_width-1 : 0]           data_reg;
always @ (posedge clk or negedge rst)
begin
  if(!rst)
   begin
    data_reg <= 'b0 ;
   end
  else if(data_valid && !busy)
   begin
    data_reg <= p_data ;
   end	
  else if(ser_en)
   begin
    data_reg <= data_reg >> 1 ;          
   end
end
always @ (posedge clk or negedge rst)
begin
  if(!rst)
   begin
    counter <= 'b0 ;
   end
  else
   begin
    if (ser_en)
	 begin
        counter <= counter + 'b1 ;		 
	 end
	else 
	 begin
        counter <= 'b0 ;		 
	 end	
   end
end 
assign ser_done = (counter == 'b111) ? 1'b1 : 1'b0 ;
assign ser_data = data_reg[0] ;
endmodule
==> flow/run.sh <==
#!/bin/bash
# OpenROAD 26Q1-2900-gdf79404cd8, Yosys 0.63+post, stock flow scripts
make -C /OpenROAD-flow-scripts/flow DESIGN_CONFIG=/design/flow/config.mk WORK_HOME=/design/flow/orfs finish
==> flow/config.mk <==
export PLATFORM = sky130hd
export DESIGN_NAME = UART_TX
export DESIGN_NICKNAME = UART_TX
export VERILOG_FILES = /design/flow/design.v
export SDC_FILE = /design/flow/constraint.sdc
export NUM_CORES = 4
export LEC_CHECK = 1
export CORE_AREA = 10 10 114 114
export DIE_AREA = 0 0 124 124
==> flow/constraint.sdc <==
current_design UART_TX

set clk_period 1.5
set clk_io_pct 0.2

create_clock -name clk0 -period $clk_period [get_ports {clk}]

set non_clock_inputs [all_inputs -no_clocks]
set_input_delay [expr $clk_period * $clk_io_pct] -clock clk0 $non_clock_inputs
set_output_delay [expr $clk_period * $clk_io_pct] -clock clk0 [all_outputs]
==> out/summary.txt <==
Worst-path clk slew -> 90 ps
Number of antenna repair diodes -> 0
Core ar. -> 10400 µm²
Area of the mapped netlist -> 1120 µm²
Synthesis area per yosys -> 1120 µm²
Critical Path RT -> 1660 ps
Critical path destination -> tx_parity_calc_u.par_bit$_DFFE_PN0P_
GPL Wtd Cong -> 0.807
Number of DRC markers in iteration 0 -> 30
Post-CTS Hold Buffers -> 0
Crit Path Category -> input port to flip-flop
Ys cells -> 100
Leak -> 0.701 nW
Clock Path Buffers -> 2
FP Util -> 0.108
Total power -> 2.24 mW
Final wirelength -> 2.24 mm
Sw Ratio -> 0.291
Crit share post-route -> 0.992
P&R area growth vs syn -> 36.6%
Clock Root Buffer -> clkbuf_8
Rel. slew slack -> 0.730
Grt total ovfl -> 0
Type of the most critical hold path -> input port to async pin
Hold Violations, Final -> 0
CTS buffer count -> 3
DR vias -> 751
Cell count after synthesis -> 100
Cell Rows -> 37
WL/cell -> 8.70 µm
Synthesized area per cell -> 11.2 µm²
Die extent in y -> 124 µm
Max VDD drop -> 504 µV
Crit path max fanout -> 1
Fraction of layout cells with a size suffix above 1 -> 0.140
Minimum clock period -> 1490 ps
CP Launch Point -> par_typ
Crit start category -> input port
FMAX -> 672 MHz
Met3 routed WL -> 138 µm
Netlist cell types -> 25
Met2 WL -> 718 µm
RSZ-0062 raised after global routing -> yes
PwrDens -> 1460 nW/µm²
Status -> finished, final reports clean
Post-synth regs -> 27
Sequential share of power -> 0.483
CTS sink count -> 27
Pin count of the biggest net entering global routing -> 28
Worst R2R End -> tx_parity_calc_u.par_bit$_DFFE_PN0P_
Die area -> 15400 µm²
Global-route wire length before repair -> 3.91 mm
Clock power frac -> 0.179
Detail Route Antenna Nets -> 0
All-layer global routing usage -> 0.0316
TritonCTS clock tree -> done
P_int -> 1.59 mW
IO Count -> 15
Tool Warnings -> 26
Psw -> 0.652 mW
Final Max Slew Viols -> 0
# DRC -> 0
Register share after synthesis -> 0.604
Internal reg-to-reg setup slack -> 20 ps
Worst-skew pair later-pin latency -> 270 ps
Synth warn -> 4
CP Capture Type -> flip-flop
Drt first pass iters -> 3
# H-tree levels -> 1
Initial antenna violation count -> 0
# setup viols final -> 0
WP data arrival -> 1640 ps
Vias/cell -> 2.92
Worst-margin pin slew -> 405 ps
PortBufs -> 14
Reg2Reg Launch Point -> tx_parity_calc_u.data_reg[7]$_DFFE_PN0P_
Comb power frac -> 0.338
DP HPWL -> 1.71 mm
Top sig layer -> met4
Number of global-route vias before repair -> 784
Max-Cap Viols -> 0
M1 WL -> 1.37 mm
Setup WS post-layout -> 12.4 ps
R2R depth -> 4
Skew final -> 4.80 ps
Die X-Extent -> 124 µm
Worst slack, placed -> -299 ps
==> synthesized netlist by cell type, drive strengths merged <==
cell type	count	area [µm²]
and3	1	6.26
or4	1	7.51
a21oi	1	5.00
o21ai	7	35.0
a21o	1	7.51
xor2	1	8.76
nand2b	3	18.8
nor2	6	22.5
and2	1	6.26
inv	3	11.3
xnor2	5	51.3
xnor3	1	22.5
ha	2	25.0
dfrtp	25	626
a211oi	1	7.51
mux2i	7	70.1
dfstp	2	52.6
nand2	26	97.6
mux2	1	15.0
o21bai	1	7.51
nand3	1	5.00
buf	2	10.0
clkbuf	1	3.75
==> worst max-delay path, stage by stage <==
cell             delay [ps]
clkdlybuf4s50_1         500
xnor2_2                 120
xnor3_1                 340
xnor2_1                 140
mux2_4                  250
==> area by class of cell <==
type                            instances  area (µm²)
Multi-Input combinational cell         67         440
Tap cell                              136         170
Timing Repair Buffer                   20         188
Clock buffer                            4        45.0
Inverter                                3        11.3
Fill cell                            1152        8880
Sequential cell                        27         678
==> layout by cell type (no fill, tap or decap), types with 2 or more instances in the layout <==
cell type / instances
buf_4: 5
clkbuf_8: 3
clkdlybuf4s50_1: 13
dfrtp_1: 25
dfstp_2: 2
inv_1: 3
mux2i_1: 6
nand2_1: 26
nand2b_1: 2
nor2_1: 6
o21ai_0: 2
o21ai_1: 5
xnor2_1: 3
xnor2_2: 2
==> worst min-delay path by stage <==
stage / startpoint / end / slack [ps] / depth (start not counted)
4_1_cts: rst / tx_fsm_u.current_state[3]$_DFF_PN0_ / 410 / 2
6_report: rst / tx_fsm_u.current_state[3]$_DFF_PN0_ / 400 / 2
5_1_grt: rst / tx_fsm_u.current_state[2]$_DFF_PN0_ / 440 / 2
==> repair_timing <==
action | CTS | global route
endpoints found under the setup margin | 4 | 9
gates resized | 3 | 3
buffers inserted | 0 | 2
pin swaps | 1 | 3
==> per-layer routing <==
layer | vias to the layer above | global-route usage
met3 | 2 | 0.0119
li1 | 372 | -
met4 | 0 | 0.00216
met2 | 18 | 0.0354
met5 | - | 0
met1 | 359 | 0.0548
==> power groups by stage <==
stage / logic [mW] / registers [mW] / clock network [mW]
global route: 0.867 / 1.11 / 0.450
CTS: 0.735 / 1.08 / 0.416
finish: 0.759 / 1.08 / 0.402
==> stage by stage <==
stage	util	TNS (ps)	hold slack, ps	instances	instance area (µm²)
finish	0.147	0	401	257	1530
global route	0.147	-110	444	257	1530
global placement	0.139	-283	420	251	1450
CTS	0.144	0	414	255	1500
detailed placement	0.139	-299	427	251	1450
floorplan	-	0	4.41	100	1120
==> cell families (layout without fill, tap and decap cells) <==
group                    Yosys count  count (layout)  share of synthesized area
adder cells (fa/ha/maj)            2               2                     0.0223
buffers and inverters              6              27                     0.0223
multiplexers                       8               8                     0.0758
AND-OR/OR-AND                     11              11                     0.0557
XOR/XNOR                           7               7                     0.0736
AND/OR/NAND/NOR                   39              39                      0.146
flip-flops                        27              27                      0.604
Power is estimated from default activity; no workload was simulated.
